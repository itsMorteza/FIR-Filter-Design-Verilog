===== design.v =====
`timescale 1ns / 1ps
module FIR_filter(
	input wire signed [15:0] inputSample,
	input wire clk ,
	input wire reset,
	output reg signed [15:0] outputSample
   );
	reg [4:0] start;
	reg [15:0] coe [18:0];
	reg [15:0] sample [18:0];
	reg [35:0] out [18:0] ;
	reg [35:0] layer_1 [9:0];
	reg [35:0] layer_2 [4:0];
	reg [35:0] layer_3 [2:0];
	reg [35:0] layer_4 [1:0];
	reg [35:0] tempOutputSample;
	integer i ;
	always @(posedge clk)
	begin
		if(reset)
		begin
			start = 19;
			coe[0] = 26;
			coe[1] = 270;
			coe[2] = 963;
			coe[3] = 2424;
			coe[4] = 4869;
			coe[5] = 8259;
			coe[6] = 12194;
			coe[7] = 15948;
			coe[8] = 18666;
			coe[9] = 19660;
			coe[18] = 26;
			coe[17] = 270;
			coe[16] = 963;
			coe[15] = 2424;
			coe[14] = 4869;
			coe[13] = 8259;
			coe[12] = 12194;
			coe[11] = 15948;
			coe[10] = 18666;
		end
		else
		begin
			if(start!=0)
			begin
				sample[19-start] = inputSample;
				start = start -1;
			end
			else
			begin
				for(i=0;i<18;i=i+1)
				begin
					sample[i] = sample [i+1];
				end
				sample[18]=inputSample;
			end
		end
	end
	always @ (posedge clk)   
	begin
		for(i=0;i<19;i=i+1)
		begin
			out[i] = sample[i] * coe[i];
		end
	end
	always @ (posedge clk)  
	begin
		for(i = 0; i<17 ; i=i+2)
		begin
			layer_1[i/2]=out[i]+out[i+1];
		end
		layer_1[9]=out[18];
	end
	always @ (posedge clk)  
	begin
		for(i = 0; i<9 ; i=i+2)
		begin
			layer_2[i/2]=layer_1[i]+layer_1[i+1];
		end
	end
	always @ (posedge clk)  
	begin
		for(i = 0; i<3 ; i=i+2)
		begin
			layer_3[i/2]=layer_2[i]+layer_2[i+1];
		end
		layer_3[2]=layer_2[4];
	end
	always @ (posedge clk)  
	begin
		layer_4[0]=layer_3[0]+layer_3[1];
		layer_4[1]=layer_3[2];
	end
	always @ (posedge clk)  
	begin
		tempOutputSample = layer_4[0]+layer_4[1];
	end
	always @(posedge clk)
	begin
	for(i=0;i<16;i=i+1)
	begin
		outputSample[i]=tempOutputSample[19+i];
	end
	end
endmodule

===== run.sh =====
#!/bin/bash
# OpenROAD 26Q1-2900-gdf79404cd8, Yosys 0.63+post, stock flow scripts
make -C /OpenROAD-flow-scripts/flow DESIGN_CONFIG=/design/flow/config.mk WORK_HOME=/design/flow/orfs finish

===== config.mk =====
export PLATFORM = sky130hd
export DESIGN_NAME = FIR_filter
export DESIGN_NICKNAME = FIR_filter
export VERILOG_FILES = /design/flow/design.v
export SDC_FILE = /design/flow/constraint.sdc
export NUM_CORES = 4
export LEC_CHECK = 1
export CORE_UTILIZATION = 40

===== constraint.sdc =====
current_design FIR_filter

set clk_period 26.3
set clk_io_pct 0.2

create_clock -name clk0 -period $clk_period [get_ports {clk}]

set non_clock_inputs [all_inputs -no_clocks]
set_input_delay [expr $clk_period * $clk_io_pct] -clock clk0 $non_clock_inputs
set_output_delay [expr $clk_period * $clk_io_pct] -clock clk0 [all_outputs]

==> run summary <==
flow finished, numbers: outcome=finished clean, Post-synth EDFFs=304, endpoint kind of the worst setup timing path=flip-flop, drt total wl=277000 µm, P_leak=60.4 nW, CP arrival=7.69 ns, Final HPWL DP=223000 µm, Power Total=9.55 mW, CTS root buffer=clkbuf_16, Avg Cell Area, Syn=9.95 µm², crit path from=reset, Cell Area, Placed=117000 µm², Die Wd=532 µm, P&R area growth vs syn=9.91%, number of global-route vias before repair=77500, Clock Tree Buf Depth=3, Port Buf Inserts=33, crit share post-route=0.272, tool warnings=55, vias post-DR=76700, Core Area=279000 µm², final max-slew violation count=0, fp util=0.402, yosys stat cell total=11300, DRT iter0 DRCs=3826, top-count cell post-synth=ha_1, Hold Slack=0.321 ns, Compound Share, Synth=0.124, Num CTS Buffers=167, ys flop type=dfxtp_1, min Tclk post-route=7.14 ns, share of layout cells above drive strength 1=0.0364, adder-cell area share of the yosys netlist=0.380, Residual DRC=0, hold path start=layer_3[2][16], Fin. Hold Viols=0, Hold WC Path Type=reg -> reg, Max-area cell share=0.228, Worst EP required=26.84 ns, Bufs and invs on worst path=3, number of distinct library cells after synthesis=85, fmax=140 MHz, cell taking the most area after synthesis=ha_1, Final Cell Area=123000 µm², slowest cell on the critical path=or3_1, type of origin of the critical path=input port, maximum vdd ir drop=89.0 µV, Synth Warn #=8, Crit Path Max Fanout=11, Mux area share=0.000357, grt ovf=0, XOR/XNOR Fraction of Synth Area=0.0603, Die Y=532 µm, Max stage delay on crit path=0.57 ns, routability cong.=0.947, largest net degree at the start of global routing=131, CTS Hold Buffers Added=0, Layout Skew=0.0717 ns, post-synthesis simple-gate area fraction=0.0839, initial antenna violation count=9, worst-margin pin slew=0.960 ns, clock slew at reported path FFs=0.06 ns, power per cell area=77.4 nW/µm², CTS H-tree depth=4, CTS tree=yes, top cells by area=ha_1 23%, dfxtp_1 20%, fa_1 15%, Setup-failing EPs final=0, clk sinks=1449, Synthesized registers=1449, gr usage total=0.208, RSZ-0062 raised after global routing=false, Post-synth ARST share=0, CP cell instances=clkdlybuf4s50_1, buf_4, or3_1, nor2_1, o21a_1, buf_4, Crit Path Category=in -> reg, IO Count=34, Gate Count Post-Synth=11300, First-pass DRT Iterations=6, launching point of the worst reg2reg path=sample[8][6], Clock Latency Late Sink=0.84 ns, most instantiated cells after synthesis=2048 x ha_1, 1897 x inv_1, 1145 x dfxtp_1, Die Size=283000 µm², CTS resizes=0, DR WL/cell=18.1 µm, remaining antenna violation count=0, Relative slew margins=0.354, Vias/cell=5.00, Post-Synthesis Cell Area=112000 µm², Top Family by Delay on Critical Path=simple AND/OR/NAND/NOR gates, R2R Setup Slk=20.58 ns, Max Cap Viol=0, Dominant comb cell=adder cells, Setup TNS=0 ns, crit-path most repeated cell=buf_4, Seq share, synth=0.285, global-route wire length before repair=435000 µm, fin util=0.442, setup bufs post-CTS=0, row cnt=194, Chip Area, Yosys=112000 µm²
[cells in the final DEF (no fill, tap or decap), types with 26 or more instances in the layout]
master,count
edfxtp_1,304
fa_1,851
nand2b_1,102
o21ai_1,70
and3_1,75
a21oi_1,600
o21ai_0,384
clkdlybuf4s50_1,33
or3_1,56
nor2_1,479
inv_1,1898
nand3_1,159
dfxtp_1,1145
a21o_1,353
a31oi_1,71
and2_1,31
clkbuf_16,171
a211oi_1,72
clkinv_2,26
o211ai_1,29
o21bai_1,99
o31ai_1,39
nand2_1,682
nor2b_1,116
xnor2_1,580
xor2_1,193
nor3_1,160
buf_4,53
nand4_1,55
ha_1,2048
o21a_1,121
clkbuf_1,31
[kinds of logic after synthesis]
family	after synthesis
AOI/OAI and AO/OA	2146
xor gates and xnor gates	773
adders and majority gates	2899
buffers and inverters	1982
DFF	1449
muxes	4
and+or+nand+nor	2025
[state kept, by name, summed over array words and instances, names as in the netlist]
register	count
layer_1	285
layer_2	154
layer_3	95
layer_4	63
out	511
outputSample	16
sample	304
start	5
tempOutputSample	16
[per-layer routing]
layer  up-vias  track usage  wire, µm
li1      38500            -         -
met1     35900        0.287    120000
met2      1816        0.313    122000
met3       378       0.0832     26400
met4         6       0.0488      8010
met5         -      0.00169        94
[final cells by class]
type | instances | area, µm²
Timing Repair Buffer | 87 | 748
Antenna cell | 6 | 15.0
Inverter | 1897 | 7120
Multi-Input combinational cell | 7847 | 72900
Clock inverter | 87 | 1250
Fill cell | 25700 | 156000
Sequential cell | 1449 | 32100
Tap cell | 3724 | 4660
Clock buffer | 222 | 4670
[path summary, 6_finish.rpt]
| path | endpoint | cells after the start |
|---|---|---|
| hold / removal | layer_4[1][16] | 0 |
| setup / recovery | sample[18][0] | 6 |
| setup reg to reg | out[8][27] | 21 |
| hold reg to reg | layer_4[1][16] | 0 |
[per-stage QoR]
step	worst slack, ns	std cells
3_5_place_dp	18.33	15000
5_1_grt	19.15	15300
3_3_place_gp	18.35	15000
4_1_cts	19.25	15300
2_1_floorplan	19.15	11300
6_report	19.16	15300
[worst reg2reg max path, delay by kind of cell, from the launching register on]
kind	cells	cell delay, ns
buffers and inverters	4	0.19
XOR/XNOR	1	0.13
AND/OR/NAND/NOR	2	0.22
adder cells (fa/ha/maj)	7	2.74
AND-OR/OR-AND	7	1.75
flip-flops	1	0.59
[power by group]
part           internal [mW]  switching (mW)  total, mW
clock network           1.47           0.998       2.47
registers               2.81           0.285       3.09
logic                   1.66            2.33       3.99
Power is estimated from default activity; no workload was simulated.
