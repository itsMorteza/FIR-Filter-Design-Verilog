<file path="flow/run.sh">
#!/bin/bash
# OpenROAD 26Q1-2900-gdf79404cd8, Yosys 0.63+post, stock flow scripts
make -C /OpenROAD-flow-scripts/flow DESIGN_CONFIG=/design/flow/config.mk WORK_HOME=/design/flow/orfs finish
</file>
<file path="flow/config.mk">
export PLATFORM = sky130hd
export DESIGN_NAME = FIRFilterBasic
export DESIGN_NICKNAME = FIRFilterBasic
export VERILOG_FILES = /design/flow/design.v
export SDC_FILE = /design/flow/constraint.sdc
export NUM_CORES = 4
export LEC_CHECK = 1
export CORE_UTILIZATION = 50
</file>
<file path="flow/design.v">
`timescale 1ns / 1ps
module FIRFilterBasic(
	input clk,	reset,
	input [15:0] in,
	output reg [15:0] out
	 );
	reg [15:0] coef [18:0];
	reg [15:0] shift [18:0];
	reg [35:0] mulsum;
	reg [6:0] cnt;
	integer i, j;
	always @(posedge clk) begin
		if (reset) begin
			coef[0] = 26;
			coef[1] = 270;
			coef[2] = 963;
			coef[3] = 2424;
			coef[4] = 4869;
			coef[5] = 8259;
			coef[6] = 12194;
			coef[7] = 15948;
			coef[8] = 18666;
			coef[9] = 19660;
			coef[10] = 18666;
			coef[11] = 15948;
			coef[12] = 12194;
			coef[13] = 8259;
			coef[14] = 4869;
			coef[15] = 2424; 
			coef[16] = 963;
			coef[17] = 270;
			coef[18] = 26;
			cnt <= 0;
		end
		else begin 
			if (cnt < 19) begin
				shift[cnt] <= in;
				cnt <= cnt + 1;
			end
			else begin
				for (i=18; i>0; i=i-1) 
					shift[i-1] <= shift[i];
					shift[18] <= in;
			end
		end
	end
	always @(posedge clk) begin	
			if (cnt > 18) begin
				mulsum = 0;
				for (j=0; j<19; j=j+1)
					mulsum = mulsum + (coef[j] * shift[j]);
				for (j=0; j<16; j=j+1)
					out[j] = mulsum [20+j];
			end
	end
endmodule
</file>
<file path="flow/constraint.sdc">
current_design FIRFilterBasic

set clk_period 19.8
set clk_io_pct 0.2

create_clock -name clk0 -period $clk_period [get_ports {clk}]

set non_clock_inputs [all_inputs -no_clocks]
set_input_delay [expr $clk_period * $clk_io_pct] -clock clk0 $non_clock_inputs
set_output_delay [expr $clk_period * $clk_io_pct] -clock clk0 [all_outputs]
</file>
==> run summary <==
fresh numbers from the pnr run: share of cells above drive strength 1 roughly 2.5%, row cnt between 100 and 150, total number of vias about 49000, highest clock rate ~74 MHz, Top cell by count, worst path fa_1, area leader, netlist fa_1, met3 Resource Use GR 19.2%, crit start category flip-flop, TritonCTS clock tree built, CTS resizes 0, Post-CTS Setup Repair Bufs 0, R2R Path Start shift[9][0], hold path cells 1, max-capacitance violation count 0, critical path class reg2reg, Synth area leaders fa_1, ha_1, edfxtp_1, YS warnings 2, Iter 0 DRT Violations approximately 2400, # setup viols final 0, logic area roughly 60000 um2, DP HPWL between 150 and 200 mm, fin crit period between 10 and 15 ns, Post-DRT Antenna Nets 0, sum of negative setup slack 0 ns, Seq. cell area between 9000 and 10000 um2, min-delay src cnt[5], CTS hold repair buffers 0, H-Tree Level Count 2, root buf cell clkbuf_16, Tot GR Track Use 33.5%, synthesized netlist cell count just over 7000, Reg2Reg Depth 44, Crit path required time between 20 and 25 ns, most used flip-flop cell edfxtp_1, number of enable flip-flop cells 320, first-pass GRT wire length 345 mm, share of synthesized registers carrying an async set or reset 0%, RSZ-0062 raised after global routing no, core box area ~150000 um2, CP peak stage delay 0.76 ns, layout filler cell count 13200, Die Span Y slightly below 400 um, sequential share of the synthesized area roughly 13%, Pins Over Slew Limit 0, # Cells Yosys between 7000 and 8000, via-per-instance ratio about 5.3, yosys synthesis chip area about 77000 um2, GRT overflow 0, syn avg cell area around 11 um2, IO Pins 34, CP arrival approximately 14 ns, critical path capture point type flip-flop, clk latency late pin approximately 0.70 ns, run status complete, no violations, initial antenna violation count 2, Synth cell types around 70, Area leader share 37.1%, Final Hold Fails 0, largest net degree at the start of global routing ~130, Registers, synthesis between 300 and 400, Slew headroom ~34%, IO Port Bufs 33, Mapped Area between 70000 and 80000 um2, slew at the pin closest to its max-slew limit slightly below 1 ns, Hold Path End cnt[5], Worst R2R Setup Slack 6.33 ns, Area Growth Syn to Fin 6.08%, Die ar. 155000 um2, CP max FO 5, final WL around 230 mm, gpl congestion ~1.1, Horiz. Die Dim about 390 um, clk buf depth 3, per-cell routed wire length roughly 25 um, vias in the first global route 53000, clk_skew about 0.067 ns, Reg clk slew, reported paths 0.06 ns, period utilisation layout between 60% and 70%, cell at the slowest stage of the critical path a211oi_1, hold crit path type reg2reg, GRT Max-Usage Layer met2, Clock Sinks 327, Initial Util between 50 and 60%, drt first pass iters 5, met2 Use GR between 40% and 50%, worst reg2reg path endpoint out[14], Num CTS Buffers 45, met1 usage approximately 45%, Residual DRC 0, tally of OpenROAD warnings about 70
-- synthesized netlist by cell type (36+ instances only) --
master,count
inv_1,2143
ha_1,1489
fa_1,1422
a21o_1,366
edfxtp_1,320
a21oi_1,217
xnor2_1,166
nor2_1,156
nand2_1,132
o21ai_0,117
xor2_1,88
nor3_1,57
nor2b_1,51
nand3_1,50
buf_2,42
o21a_1,36
-- cell type report --
cell class | count | share of cell area [%]
well taps | 2030 | 3.12
flip-flops and latches | 327 | 12.0
multi-input cells | 4703 | 72.2
repair buffers | 88 | 0.959
diodes | 5 | 0.0154
clock inverters | 36 | 0.461
inverters | 2143 | 9.88
clock buffers | 48 | 1.40
-- worst max path at each step --
stage / end / startpoint / depth (start not counted) / slack (ns)
final: out[14] / shift[9][0] / 44 / 6.33
after CTS: out[14] / shift[9][0] / 44 / 6.41
after global routing: out[14] / shift[9][0] / 44 / 5.58
-- stage by stage --
step / setup WS [ns] / instances / hold slack, ns / utilization, % / cell area, um2
after floorplan: 7.84 / 7251 / 0.471 / - / 76800
after CTS: 6.41 / 9375 / 0.522 / 53.5 / 81400
after detailed placement: 6.45 / 9291 / 0.512 / 52.5 / 79900
after global placement: 6.65 / 9291 / 0.503 / 52.5 / 79900
final: 6.33 / 9380 / 0.525 / 53.5 / 81400
after global routing: 5.58 / 9379 / 0.546 / 53.5 / 81400
-- cell families (layout without fill, tap and decap cells) --
| kind of cell | after synthesis | count (layout) | synth area share, % |
|---|---|---|---|
| DFF | 327 | 327 | 12.7 |
| xor gates and xnor gates | 254 | 254 | 2.90 |
| AOI/OAI and AO/OA | 950 | 950 | 8.39 |
| and+or+nand+nor | 585 | 585 | 3.70 |
| other | 0 | 5 | 0 |
| buffers and inverters | 2221 | 2315 | 10.9 |
| adders and majority gates | 2911 | 2911 | 61.3 |
| muxes | 3 | 3 | 0.0391 |
-- registers in the layout (all words and copies together) (netlist names) --
register / flops
out: 16
shift: 304
cnt: 7
-- worst max-delay path, delay by kind of cell (launching register included) --
| family | cells | cell delay [ns] |
|---|---|---|
| XOR/XNOR | 1 | 0.34 |
| flip-flops | 1 | 0.55 |
| buffers and inverters | 10 | 0.56 |
| AND/OR/NAND/NOR | 1 | 0.23 |
| AND-OR/OR-AND | 15 | 3.90 |
| adder cells (fa/ha/maj) | 17 | 7.72 |
-- cells in the final DEF, fill, tap and decap left out, drive strengths merged, types with 35 or more instances in the layout --
cell type  instances
o21bai            35
nand2            132
nor3              57
fa              1422
xor2              88
o21ai            123
inv             2153
a21oi            218
nand3             50
edfxtp           320
buf               55
o21a              36
nor2b             51
nor2             156
xnor2            166
a21o             366
clkbuf            48
ha              1489
-- layer usage --
| layer | share of wire [%] | wire (um) |
|---|---|---|
| met5 | 0.22 | 510 |
| met4 | 4.4 | 10100 |
| met3 | 14 | 32100 |
| met2 | 44 | 102000 |
| met1 | 37 | 85600 |
